**./config.mk**
```make
export PLATFORM = sky130hd
export DESIGN_NAME = gmsk_modulator
export DESIGN_NICKNAME = gmsk_modulator
export VERILOG_FILES = /design/flow/design.v
export SDC_FILE = /design/flow/constraint.sdc
export NUM_CORES = 4
export LEC_CHECK = 1
export CORE_AREA = 10 10 97 97
export DIE_AREA = 0 0 107 107
```
**./constraint.sdc**
```tcl
current_design gmsk_modulator

set clk_period 2.2
set clk_io_pct 0.2

create_clock -name clk0 -period $clk_period [get_ports {clk}]

set non_clock_inputs [all_inputs -no_clocks]
set_input_delay [expr $clk_period * $clk_io_pct] -clock clk0 $non_clock_inputs
set_output_delay [expr $clk_period * $clk_io_pct] -clock clk0 [all_outputs]
```
**./design.v**
```verilog
module gmsk_modulator (
    input wire clk,
    input wire reset_n,
    input wire [1:0] data_in,  
    output reg gmsk_out,        
    output reg ready           
);
    localparam  BD_RATE      = 38400;               
    localparam  CLK_FREQ     = 50000000;            
    localparam  SAMPLES_PER_BIT = CLK_FREQ / BD_RATE;
    reg [15:0] counter;
    reg [1:0] prev_data;
    always @(posedge clk or negedge reset_n) begin
        if (!reset_n) begin
            counter <= 0;
            gmsk_out <= 0;
            ready <= 0;
        end
        else begin
            if (counter < SAMPLES_PER_BIT - 1) begin
                counter <= counter + 1;
                ready <= 0;
            end
            else begin
                counter <= 0;
                if (data_in != prev_data) begin
                    gmsk_out <= ~gmsk_out;  
                end
                ready <= 1;  
                prev_data <= data_in;  
            end
        end
    end
endmodule
```
**./run.sh**
```bash
#!/bin/bash
# OpenROAD 26Q1-2900-gdf79404cd8, Yosys 0.63+post, stock flow scripts
make -C /OpenROAD-flow-scripts/flow DESIGN_CONFIG=/design/flow/config.mk WORK_HOME=/design/flow/orfs finish
```
==> summary.txt <==
run results: Post-Synthesis Cell Area about 860 sq um, post-cts sizing count 0, highest-count logic cell in the final layout sky130_fd_sc_hd__dfrtp_1, count of max-cap constraint violations 0, placer congestion estimate 0.811, overall routed net length about 1.3 mm, largest net degree at the start of global routing 19, total grt overflow 0, Syn Inst Count ~76, number of antenna repair diodes 0, DRC viols 0, number of search-and-repair iterations in the first detailed-routing pass 4, Tool Warnings 26, total power density per cell area 716 mW/mm^2, cell type contributing the most total cell area after synthesis sky130_fd_sc_hd__dfrtp_1, commonest non-fill, non-tap cells in the layout 18 x sky130_fd_sc_hd__dfrtp_1, 14 x sky130_fd_sc_hd__nor2_1, 6 x sky130_fd_sc_hd__xnor2_1, tally of unique sky130hd cells used after synthesis 22, Area contributors post-synth sky130_fd_sc_hd__dfrtp_1 52%, sky130_fd_sc_hd__edfxtp_1 6.9%, sky130_fd_sc_hd__nor2_1 6.1%, leakage power 0.411 nW, Core Box Area about 0.0073 sq mm, Filler Cells Inserted 824, initial antenna violation count 0, sinks on the clock net 20, die boundary width about 110 microns, via count of the first global-routing pass ~560, busiest layer in global routing met2, synthesized chip area reported by yosys 865 sq um, Worst VDD drop 0.336 mV, TritonCTS clock tree done, GRT met3 Usage less than 1%, result of the run finished, final reports clean, data arrival time of the critical path between 1000 and 1500 ps, kind of start point of the critical path flop, slowest stage delay, CP 470 ps, global routing usage summed across all routing layers 2.59%, count of input and output buffers 5, routed wire length per instance between 7 and 8 microns, sequential area share after synthesis about three fifths, CTS root buf sky130_fd_sc_hd__clkbuf_8, buffer levels on the longest clock path 2, Area leader share between 50% and 60%, Cell Chain, Critical Path clkdlybuf4s50_1, post-route insts no fill ~190, Final Setup Violations 0, pins over their slew limit 0, total setup buffers inserted after CTS 0, Slowest cell on crit path sky130_fd_sc_hd__clkdlybuf4s50_1, cell count after placement ~190, hold bufs inserted after CTS 0, Critical Path Fanout Max 2, crit path capture type output pin, Final Util 15.5%, post-route clock skew between 3 and 4 ps, worst hold margin about 460 ps, total number of vias around 530, final critical-path required period 1520 ps, highest attainable clock frequency around 660 MHz, total die size approximately 0.011 sq mm, Final Cell Area ~0.0011 sq mm, clock-pin slew on the worst setup and hold paths 70 ps, mean instance size in the synthesized netlist between 10 and 15 sq um, Worst path top cell family by delay buffers and inverters, standard cell area after detailed placement ~0.0011 sq mm, post-DR vias/cell around 2.8, violation count after the first detailed-routing iteration 6, std cell rows 31, I/O pins 6, Floorplan Utilization a little under an eighth, Area growth, synth to finish 30.5%, insertion delay at the late pin of the worst-skew pair around 260 ps, wire length of the first global-routing pass between 2 and 3 mm, class of the most critical setup path reg -> out, met1 Resource Use GR around 3.6%, class of the tightest hold or removal check reg -> reg, setup TNS 0 ps, CTS buffer count 3, CP required around 1800 ps, yosys synthesis warning count 1, met2 track demand over resource in global routing under 10%, overall die height 107 microns, unrepaired setup endpoints after global routing false, worst path buffer plus inverter count 1, antenna-violating nets left 0, number of standard cells reported by yosys about 76, fraction of final layout cells sized beyond drive strength 1 11.1%, Period Utilization, post-route between 60% and 70%, final number of hold-violating endpoints 0, FF+latch count, synth 20, HPWL Detailed 972 microns, CTS H-Tree Depth 1
[flip-flops by register name (all words and copies together), names as in the netlist]
name and flops:
ready 1, gmsk_out 1, prev_data 2, counter 16
[per-layer routing]
layer  share of wire, %  up-vias
met4                2.0        0
met1                 51      250
met2                 44        6
met3                3.3        2
met5                  0        -
li1                   -      272
[logic make-up (layout without fill, tap and decap cells)]
| group | count (synthesis) | count (layout) | synth area share (%) |
|---|---|---|---|
| compound gates | 4 | 4 | 3.04 |
| xor+xnor | 11 | 11 | 11.1 |
| fa+ha+maj | 2 | 2 | 2.89 |
| buf+inv | 5 | 15 | 3.04 |
| flops | 20 | 20 | 59.0 |
| other cells | 1 | 5 | 0.434 |
| simple gates | 33 | 33 | 20.4 |
[through the flow]
step                worst slack (ps)  total power [mW]
global route                     530             0.842
floorplan                        736             0.421
finish                           678             0.809
global placement                 637             0.457
detailed placement               650             0.458
CTS                              648             0.822
[worst register-to-register path: cells and delay by family, from the launching register on]
family | cells | cell delay, ps
flops | 1 | 430
compound gates | 1 | 340
simple gates | 3 | 510
[report_power, final]
part / total (mW) / leakage (nW) / switching [mW] / internal [mW]
logic: 0.0481 / 0.123 / 0.0172 / 0.0309
registers: 0.400 / 0.252 / 0.00970 / 0.390
clock network: 0.361 / 0.0357 / 0.118 / 0.243
total: 0.809 / 0.411 / 0.145 / 0.664
[final cells by class]
cell class                      count  area, sq um  area share [%]
Timing Repair Buffer                7         65.1            5.76
Multi-Input combinational cell     55          343            30.4
Inverter                            4         15.0            1.33
Clock inverter                      1         30.0            2.66
Tap cell                           99          124            11.0
Clock buffer                        3         41.3            3.66
Sequential cell                    20          510            45.2
[worst paths after layout]
path / startpoint / end / slack (ps) / depth (start not counted)
worst max-delay path: gmsk_out / gmsk_out / 680 / 1
worst max register to register: counter[9] / prev_data[1] / 690 / 4
max in group asynchronous: reset_n / counter[6] / 1480 / 2
worst min register to register: gmsk_out / gmsk_out / 460 / 1
worst min-delay path: gmsk_out / gmsk_out / 460 / 1
min in group asynchronous: reset_n / gmsk_out / 520 / 2
[synthesized netlist by cell type]
| cell | n |
|---|---|
| sky130_fd_sc_hd__nand3_2 | 1 |
| sky130_fd_sc_hd__buf_6 | 1 |
| sky130_fd_sc_hd__nand2_1 | 4 |
| sky130_fd_sc_hd__a211o_1 | 1 |
| sky130_fd_sc_hd__or3_1 | 1 |
| sky130_fd_sc_hd__nor2b_1 | 1 |
| sky130_fd_sc_hd__conb_1 | 1 |
| sky130_fd_sc_hd__nor3_1 | 4 |
| sky130_fd_sc_hd__and4b_2 | 1 |
| sky130_fd_sc_hd__inv_1 | 4 |
| sky130_fd_sc_hd__nand3_1 | 4 |
| sky130_fd_sc_hd__dfrtp_1 | 18 |
| sky130_fd_sc_hd__and2_2 | 1 |
| sky130_fd_sc_hd__a31oi_1 | 2 |
| sky130_fd_sc_hd__edfxtp_1 | 2 |
| sky130_fd_sc_hd__nor2_1 | 14 |
| sky130_fd_sc_hd__xnor2_1 | 6 |
| sky130_fd_sc_hd__xor2_1 | 5 |
| sky130_fd_sc_hd__and3_1 | 1 |
| sky130_fd_sc_hd__nor4_4 | 1 |
| sky130_fd_sc_hd__ha_1 | 2 |
| sky130_fd_sc_hd__o21ai_0 | 1 |
Power figures rest on the tool's default switching activity, not on a simulated workload.
