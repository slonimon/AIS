File: /design/flow/config.mk
export PLATFORM = sky130hd
export DESIGN_NAME = ais_transmitter_full
export DESIGN_NICKNAME = ais_transmitter_full
export VERILOG_FILES = /design/flow/design.v
export SDC_FILE = /design/flow/constraint.sdc
export NUM_CORES = 4
export LEC_CHECK = 1
export CORE_UTILIZATION = 50
File: /design/flow/constraint.sdc
current_design ais_transmitter_full

set clk_period 23.5
set clk_io_pct 0.2

create_clock -name clk0 -period $clk_period [get_ports {clk}]

set non_clock_inputs [all_inputs -no_clocks]
set_input_delay [expr $clk_period * $clk_io_pct] -clock clk0 $non_clock_inputs
set_output_delay [expr $clk_period * $clk_io_pct] -clock clk0 [all_outputs]
File: /design/flow/design.v
module ais_transmitter_full (
    input  wire        clk,           
    input  wire        reset_n,
    input  wire        uart_rx,       
    output reg         ais_tx,        
    output reg         led_ready,
    output reg         led_tx_active
);
    parameter HDLC_FLAG = 8'h7E;
    parameter HDLC_ESC = 8'h7D;
    parameter NMEA_MAX_LEN = 82;
    parameter BIT_STUFF_THRESHOLD = 5;
    parameter [2:0] 
        IDLE         = 3'd0,
        RECEIVE_DATA = 3'd1,
        BUILD_NMEA   = 3'd2,
        CALC_CRC     = 3'd3,
        HDLC_START_FLAG = 3'd4,
        HDLC_SEND    = 3'd5,
        HDLC_END_FLAG = 3'd6;
    reg [2:0] state;
    reg [7:0] raw_data_buffer [0:255];
    reg [7:0] nmea_buffer [0:NMEA_MAX_LEN-1];
    reg [7:0] tx_byte;
    reg [7:0] raw_data_index;
    reg [6:0] nmea_index;
    reg [6:0] nmea_length;
    reg [3:0] bit_counter;
    reg [3:0] ones_counter;
    wire [7:0] uart_data;
    wire uart_valid;
    wire uart_error;
    reg tx_start;
    reg tx_busy;
    reg crc_enable;
    reg [15:0] crc;
    reg crc_ready;
    reg [7:0]  msg_type;
    reg [31:0] mmsi;
    reg [31:0] latitude;
    reg [31:0] longitude;
    reg [15:0] speed;
    reg [15:0] course;
    reg [15:0] heading;
    reg [7:0]  nav_status;
    uart_receiver #(
        .CLK_FREQ(50_000_000),
        .BAUD_RATE(38_400)
    ) uart_rx_inst (
        .clk(clk),
        .reset_n(reset_n),
        .rx(uart_rx),
        .data(uart_data),
        .valid(uart_valid),
        .error(uart_error)
    );
    function [7:0] hex_char;
        input [3:0] val;
        begin
            hex_char = (val > 9) ? (val + 55) : (val + 48);
        end
    endfunction
    task parse_raw_data;
    begin
        msg_type = raw_data_buffer[0];
        mmsi = {raw_data_buffer[1], raw_data_buffer[2], raw_data_buffer[3], 8'h00};
        latitude = {raw_data_buffer[4], raw_data_buffer[5], raw_data_buffer[6], raw_data_buffer[7]};
        longitude = {raw_data_buffer[8], raw_data_buffer[9], raw_data_buffer[10], raw_data_buffer[11]};
        speed = {raw_data_buffer[12], raw_data_buffer[13]};
        course = {raw_data_buffer[14], raw_data_buffer[15]};
        heading = {raw_data_buffer[16], raw_data_buffer[17]};
        nav_status = raw_data_buffer[18];
    end
    endtask
    task add_coordinate;
        input [31:0] coord;
        input [7:0] pos_char;
        input [7:0] neg_char;
        reg [31:0] abs_coord;
        reg [7:0] hemisphere;
        reg [31:0] degrees;
        reg [31:0] minutes;
    begin
        abs_coord = coord[31] ? -coord : coord;
        hemisphere = coord[31] ? neg_char : pos_char;
        degrees = abs_coord / 100000;
        minutes = (abs_coord % 100000) * 60 / 100000;
        nmea_buffer[nmea_index] <= ",";
        nmea_index <= nmea_index + 1;
        if (degrees < 10) begin
            nmea_buffer[nmea_index] <= "0";
            nmea_buffer[nmea_index+1] <= "0" + degrees[3:0];
            nmea_index <= nmea_index + 2;
        end else begin
            nmea_buffer[nmea_index] <= "0" + (degrees / 10);
            nmea_buffer[nmea_index+1] <= "0" + (degrees % 10);
            nmea_index <= nmea_index + 2;
        end
        nmea_buffer[nmea_index] <= "0" + (minutes / 10);
        nmea_buffer[nmea_index+1] <= "0" + (minutes % 10);
        nmea_buffer[nmea_index+2] <= ".";
        nmea_index <= nmea_index + 3;
        begin
            integer i;
            reg [31:0] frac;
            frac = (minutes % 1) * 100000;
            for (i = 10000; i >= 1; i = i / 10) begin
                nmea_buffer[nmea_index] <= "0" + ((frac / i) % 10);
                nmea_index <= nmea_index + 1;
            end
        end
        nmea_buffer[nmea_index] <= ",";
        nmea_buffer[nmea_index+1] <= hemisphere;
        nmea_index <= nmea_index + 2;
    end
    endtask
    task build_nmea_message;
    begin
        begin
            integer i;
            for (i = 8; i >= 0; i = i - 1) begin
                nmea_buffer[nmea_index] <= "0" + ((mmsi >> (4*i)) & 4'hF);
                nmea_index <= nmea_index + 1;
            end
        end
        nmea_buffer[nmea_index] <= ",";
        nmea_buffer[nmea_index+1] <= "0" + nav_status[3:0];
        nmea_index <= nmea_index + 2;
        nmea_buffer[nmea_index] <= ",";
        nmea_buffer[nmea_index+1] <= "0" + (speed / 1000);
        nmea_buffer[nmea_index+2] <= "0" + ((speed % 1000) / 100);
        nmea_buffer[nmea_index+3] <= ".";
        nmea_buffer[nmea_index+4] <= "0" + ((speed % 100) / 10);
        nmea_index <= nmea_index + 5;
        nmea_buffer[nmea_index] <= ",";
        nmea_buffer[nmea_index+1] <= "0" + (course / 1000);
        nmea_buffer[nmea_index+2] <= "0" + ((course % 1000) / 100);
        nmea_buffer[nmea_index+3] <= ".";
        nmea_buffer[nmea_index+4] <= "0" + ((course % 100) / 10);
        nmea_index <= nmea_index + 5;
        add_coordinate(latitude, "N", "S");
        add_coordinate(longitude, "E", "W");
    end
    endtask
    always @(posedge clk or negedge reset_n) begin
        if (!reset_n) begin
            state <= IDLE;
            raw_data_index <= 0;
            nmea_index <= 0;
            led_ready <= 0;
            led_tx_active <= 0;
            crc_enable <= 0;
            msg_type <= 0;
            mmsi <= 0;
            latitude <= 0;
            longitude <= 0;
            speed <= 0;
            course <= 0;
            heading <= 0;
            nav_status <= 0;
        end else begin
            case (state)
                IDLE: begin
                    led_ready <= 1;
                    if (uart_valid) begin
                        raw_data_buffer[raw_data_index] <= uart_data;
                        raw_data_index <= raw_data_index + 1;
                        state <= RECEIVE_DATA;
                    end
                end
                RECEIVE_DATA: begin
                    if (uart_valid) begin
                        raw_data_buffer[raw_data_index] <= uart_data;
                        if (raw_data_index == 8'h1F) begin  
                            parse_raw_data();
                            state <= BUILD_NMEA;
                        end else begin
                            raw_data_index <= raw_data_index + 1;
                        end
                    end
                end
                BUILD_NMEA: begin
                    nmea_buffer[0] <= "$";   
                    nmea_buffer[1] <= "A";   
                    nmea_buffer[2] <= "I";
                    nmea_buffer[3] <= "V";
                    nmea_buffer[4] <= "D";
                    nmea_buffer[5] <= "M";
                    nmea_buffer[6] <= ",";  
                    nmea_buffer[7] <= "1";  
                    nmea_buffer[8] <= ",";
                    nmea_buffer[9] <= "1";  
                    nmea_buffer[10] <= ",";
                    nmea_buffer[11] <= "A";  
                    nmea_buffer[12] <= ",";
                    nmea_buffer[13] <= "A";  
                    nmea_buffer[14] <= ",";
                    nmea_index <= 15;
                    build_nmea_message();
                    state <= CALC_CRC;
                end
                CALC_CRC: begin
                    crc_enable <= 1;
                    if (crc_ready) begin
                        nmea_buffer[nmea_index] <= "*";
                        nmea_buffer[nmea_index+1] <= hex_char(crc[15:12]);
                        nmea_buffer[nmea_index+2] <= hex_char(crc[11:8]);
                        nmea_buffer[nmea_index+3] <= hex_char(crc[7:4]);
                        nmea_buffer[nmea_index+4] <= hex_char(crc[3:0]);
                        nmea_buffer[nmea_index+5] <= 8'h0D;  
                        nmea_buffer[nmea_index+6] <= 8'h0A;  
                        nmea_length <= nmea_index + 7;
                        state <= HDLC_START_FLAG;
                    end
                end
                HDLC_START_FLAG: begin
                    tx_byte <= HDLC_FLAG;
                    tx_start <= 1;
                    nmea_index <= 0;
                    state <= HDLC_SEND;
                    led_tx_active <= 1;
                    crc_enable <= 0;
                end
                HDLC_SEND: begin
                    if (tx_start) begin
                        tx_start <= 0;
                    end else if (!tx_busy) begin
                        if (nmea_index < nmea_length) begin
                            if ((nmea_buffer[nmea_index] == HDLC_FLAG) || 
                                (nmea_buffer[nmea_index] == HDLC_ESC)) begin
                                tx_byte <= HDLC_ESC;
                            end else begin
                                tx_byte <= nmea_buffer[nmea_index];
                                nmea_index <= nmea_index + 1;
                            end
                            tx_start <= 1;
                        end else begin
                            state <= HDLC_END_FLAG;
                        end
                    end
                end
                HDLC_END_FLAG: begin
                    tx_byte <= HDLC_FLAG;
                    tx_start <= 1;
                    state <= IDLE;
                    led_tx_active <= 0;
                    raw_data_index <= 0;
                end
            endcase
        end
    end
    always @(posedge clk or negedge reset_n) begin
        if (!reset_n) begin
            crc <= 16'hFFFF;
            crc_ready <= 0;
        end else begin
            if (state == BUILD_NMEA) begin
                crc <= 16'hFFFF;
                crc_ready <= 0;
            end else if (crc_enable) begin
                if (nmea_index < nmea_length - 5) begin  
                    begin
                        integer i;
                        reg crc_msb;
                        for (i = 0; i < 8; i = i + 1) begin
                            crc_msb = crc[15];
                            crc[15] = crc[14];
                            crc[14] = crc[13];
                            crc[13] = crc[12];
                            crc[12] = crc[11] ^ crc_msb;
                            crc[11] = crc[10];
                            crc[10] = crc[9];
                            crc[9] = crc[8];
                            crc[8] = crc[7] ^ crc_msb;
                            crc[7] = crc[6];
                            crc[6] = crc[5];
                            crc[5] = crc[4] ^ crc_msb;
                            crc[4] = crc[3];
                            crc[3] = crc[2];
                            crc[2] = crc[1];
                            crc[1] = crc[0];
                            crc[0] = crc_msb;
                            if (nmea_buffer[nmea_index][i] ^ crc_msb) begin
                                crc <= crc ^ 16'h1021;
                            end
                        end
                    end
                    nmea_index <= nmea_index + 1;
                end else begin
                    crc_ready <= 1;
                end
            end
        end
    end
    always @(posedge clk) begin
        if (tx_start) begin
            bit_counter <= 0;
            ones_counter <= 0;
            ais_tx <= 0;  
            tx_busy <= 1;
        end else if (tx_busy) begin
            if (bit_counter < 8) begin
                ais_tx <= tx_byte[bit_counter];
                if (tx_byte[bit_counter]) begin
                    ones_counter <= ones_counter + 1;
                    if (ones_counter == BIT_STUFF_THRESHOLD) begin
                        ais_tx <= 0;
                        ones_counter <= 0;
                    end
                end else begin
                    ones_counter <= 0;
                end
                bit_counter <= bit_counter + 1;
            end else begin
                ais_tx <= 1;  
                tx_busy <= 0;
            end
        end
    end
endmodule
module uart_receiver #(
    parameter CLK_FREQ = 50_000_000,
    parameter BAUD_RATE = 38_400
)(
    input logic clk,
    input logic reset_n,
    input logic rx,
    output logic [7:0] data,
    output logic valid,
    output logic error
);
    localparam BIT_PERIOD = CLK_FREQ / BAUD_RATE;
    logic [3:0] state = 0;
    logic [15:0] counter = 0;
    logic [2:0] bit_index = 0;
    logic [7:0] shift_reg = 0;
    always_ff @(posedge clk or negedge reset_n) begin
        if (!reset_n) begin
            state <= 0;
            valid <= 0;
            error <= 0;
        end else begin
            valid <= 0;
            error <= 0;
            case (state)
                0: begin  
                    if (!rx) begin
                        state <= 1;
                        counter <= BIT_PERIOD / 2;
                    end
                end
                1: begin  
                    if (counter == 0) begin
                        if (!rx) begin
                            state <= 2;
                            counter <= BIT_PERIOD;
                            bit_index <= 0;
                        end else begin
                            state <= 0;
                            error <= 1;
                        end
                    end else begin
                        counter <= counter - 1;
                    end
                end
                2: begin  
                    if (counter == 0) begin
                        shift_reg[bit_index] <= rx;
                        if (bit_index == 7) begin
                            state <= 3;
                        end else begin
                            bit_index <= bit_index + 1;
                        end
                        counter <= BIT_PERIOD;
                    end else begin
                        counter <= counter - 1;
                    end
                end
                3: begin  
                    if (counter == 0) begin
                        if (rx) begin
                            data <= shift_reg;
                            valid <= 1;
                        end else begin
                            error <= 1;
                        end
                        state <= 0;
                    end else begin
                        counter <= counter - 1;
                    end
                end
            endcase
        end
    end
endmodule
File: /design/flow/run.sh
#!/bin/bash
# OpenROAD 26Q1-2900-gdf79404cd8, Yosys 0.63+post, stock flow scripts
make -C /OpenROAD-flow-scripts/flow DESIGN_CONFIG=/design/flow/config.mk WORK_HOME=/design/flow/orfs finish
==> Changelog: implementation <==
### Implementation results

- Distinct lib cells: 124
- Yosys stat area: 69,440 um^2
- Commonest flop: edfxtp_1
- Seq/Total Area, Yosys: 0.3417
- Yosys warnings: 4
- Flops out of synthesis: 803
- Status: did not finish
- Ys async rst share: 0.07721
- Stopped at: synthesis
- Ys cells: 8,961
- Err: ERROR: Found 7 problems in 'check -assert'.
- Post-synth EDFFs: 731
==> cell usage after synthesis, drive strengths merged (60+ instances only) <==
cell       n  share of area
a221oi    98          0.013
a22o      87          0.011
nand2    831          0.045
nand4     69         0.0062
a211oi   669          0.073
a31oi     80         0.0075
nor2    1344          0.073
o21ai    646          0.047
clkbuf   838          0.045
o22ai    411          0.037
o22a      60         0.0076
buf       65         0.0046
xnor2     89          0.011
a22oi    173          0.019
a21oi    842          0.061
nor3     284          0.021
inv       65         0.0035
nor4      85         0.0083
o211ai   168          0.018
nand3    243          0.018
edfxtp   731           0.32
a311oi   169          0.022
==> cell families after synthesis <==
family                   Yosys count  share of synthesized area
AND-OR/OR-AND                   3797                     0.3690
AND/OR/NAND/NOR                 3122                     0.1959
buffers and inverters            973                    0.05373
flip-flops                       803                     0.3417
XOR/XNOR                         127                    0.01654
multiplexers                      81                    0.01285
adder cells (fa/ha/maj)           58                    0.01027
